[design/flow/design.v]
module dot(input logic clk, input logic rst_n,
           output logic slave_waitrequest,
           input logic [3:0] slave_address,
           input logic slave_read, output logic [31:0] slave_readdata,
           input logic slave_write, input logic [31:0] slave_writedata,
           input logic master_waitrequest,
           output logic [31:0] master_address,
           output logic master_read, input logic [31:0] master_readdata, input logic master_readdatavalid,
           output logic master_write, output logic [31:0] master_writedata);
    logic [31:0] weight;  
    logic [31:0] input_act;  
    logic [3:0] vec_length;  
    logic [3:0] i;  
    logic [31:0] temp1;  
    logic [31:0] temp2;  
    logic signed [63:0] sum;  
    logic signed [63:0] temp3;  
    logic [31:0] sum_address = 32'h8809000;
    typedef enum logic [4:0] {IDLE, READ1, READ2, CALC, INC, WRITE_SUM, DONE, STALL1, STALL2, STALL3, STALL4, STALL5, STALL6, STALL7, STALL8, STALL9, STALL10} state_t;
    state_t ps;
    always_ff @(posedge clk) begin
        if (!rst_n) begin
            weight <= 0;
            input_act <= 0;
            vec_length <= 0;
            i <= 0;
            temp1 <= 0;
            temp2 <= 0;
            temp3 <= 0;
            sum <= 0;
            ps <= IDLE;
        end else begin
            case (ps)
                IDLE: begin  
                    i <= 0;
                    temp1 <= 0;
                    temp2 <= 0;
                    temp3 <= 0;
                    sum <= 0;
                    if (slave_write == 1) begin
                        ps <= IDLE;
                        case (slave_address)
                            4'b0000: ps <= READ1;
                            4'b0010: weight <= slave_writedata;
                            4'b0011: input_act <= slave_writedata;
                            4'b0101: vec_length <= slave_writedata;
                            default: ps <= IDLE;
                        endcase
                    end 
                end
                READ1: begin  
                    if (master_readdatavalid && !master_waitrequest) begin
                        temp1 <= master_readdata;
                        ps <= STALL1;
                    end
                end
                STALL1: begin
                    if (master_readdatavalid) begin
                        ps <= READ2;
                    end
                end
                READ2: begin  
                    if (master_readdatavalid && !master_waitrequest) begin
                        temp2 <= master_readdata;
                        ps <= STALL2;
                    end
                end
                STALL2: begin
                    if (master_readdatavalid) begin
                        temp3 <= temp1 * temp2;
                        ps <= CALC;
                    end
                end
                CALC: begin  
                    sum <= sum + temp3;  
                    if (i + 1 < vec_length) begin  
                        ps <= STALL3;  
                    end else begin  
                        ps <= STALL4;  
                    end
                end
                STALL3: begin
                    if (!master_waitrequest) begin
                        ps <= INC;
                    end
                end                
                INC: begin
                    if (!master_waitrequest) begin
                        i <= i + 1;
                        ps <= READ1;
                    end
                end
                STALL4: begin
                    if (!master_waitrequest) begin
                        ps <= STALL5;
                    end
                end
                STALL5: begin
                    if (!master_waitrequest) begin
                        ps <= STALL6;
                    end
                end
                STALL6: begin
                    if (!master_waitrequest) begin
                        ps <= WRITE_SUM;
                    end
                end
                WRITE_SUM: begin  
                    if (!master_waitrequest) begin
                        ps <= DONE;  
                    end
                end
                DONE: begin
                    if (slave_read == 1 && slave_address == 0) begin
                        ps <= IDLE;
                    end                end
                default: ps <= IDLE;
            endcase
        end
    end
    always_comb begin
        slave_waitrequest = 0;
        slave_readdata = 0;
        master_address = 0;
        master_read = 0;
        master_write = 0;
        master_writedata = 0;
        case (ps)
            IDLE: begin
                slave_waitrequest = 0;
                slave_readdata = 0;
                master_address = 0;
                master_read = 0;
                master_write = 0;
                master_writedata = 0;
            end
            READ1: begin  
                slave_waitrequest = 1;
                slave_readdata = 0;
                master_write = 0;
                master_writedata = 0;
                master_address = weight + i * 4;  
                master_read = 1;
            end
            STALL1: begin
                slave_waitrequest = 1;
            end
            READ2: begin  
                slave_waitrequest = 1;
                slave_readdata = 0;
                master_write = 0;
                master_writedata = 0;
                master_address = input_act + i * 4;  
                master_read = 1;
            end
            STALL2: begin
                slave_waitrequest = 1;
            end
            STALL3: begin
                slave_waitrequest = 1;
            end
            STALL4: begin
                slave_waitrequest = 1;
            end
            STALL5: begin
                slave_waitrequest = 1;
            end
            STALL6: begin
                slave_waitrequest = 1;
            end
            STALL7: begin
                slave_waitrequest = 1;
            end
            STALL8: begin
                slave_waitrequest = 1;
            end
            STALL9: begin
                slave_waitrequest = 1;
            end
            STALL10: begin
                slave_waitrequest = 1;
            end
            CALC: begin  
                slave_waitrequest = 1;
            end
            INC: begin
                slave_waitrequest = 1;
            end
            WRITE_SUM: begin  
                slave_waitrequest = 1;
                slave_readdata = 0;
                master_read = 0;
                master_address = sum_address;
                master_write = 1;
                master_writedata = sum[31:0];  
            end
            DONE: begin
                slave_waitrequest = 0;
                master_read = 0;
                if (slave_read == 1 && slave_address == 0) begin
                    slave_readdata = sum[47:16];  
                end
            end
        endcase
    end
endmodule: dot
[design/flow/run.sh]
#!/bin/bash
# OpenROAD 26Q1-2900-gdf79404cd8, Yosys 0.63+post, stock flow scripts
make -C /OpenROAD-flow-scripts/flow DESIGN_CONFIG=/design/flow/config.mk WORK_HOME=/design/flow/orfs finish
[design/flow/config.mk]
export PLATFORM = sky130hd
export DESIGN_NAME = dot
export DESIGN_NICKNAME = dot
export VERILOG_FILES = /design/flow/design.v
export SDC_FILE = /design/flow/constraint.sdc
export NUM_CORES = 4
export LEC_CHECK = 1
export CORE_UTILIZATION = 30
[design/flow/constraint.sdc]
current_design dot

set clk_period 23.5
set clk_io_pct 0.2

create_clock -name clk0 -period $clk_period [get_ports {clk}]

set non_clock_inputs [all_inputs -no_clocks]
set_input_delay [expr $clk_period * $clk_io_pct] -clock clk0 $non_clock_inputs
set_output_delay [expr $clk_period * $clk_io_pct] -clock clk0 [all_outputs]
==> results.tsv <==
stage	metric	value	unit
outcome	status	finished clean	
pwr	ir_drop	0.0326	mV
critical_path	required	18.80	ns
critical_path	crit_arrival	6.94	ns
cells_and_area	drive_above_1_share	3.78	%
flow_run	warnings	25	
sta	setup-violations-final	0	
flow_run	cap_violations	0	
place	place.gp.congestion	0.931	
sta	min_period	11.64	ns
grt	grt_antenna_before_repair	5	
route	drt_iter0_markers	1406	
cells_and_area	final_cells	6381	
clock_tree	cts-buffers-inserted	33	
clock_tree	cts_hold_buf	0	
clock_tree	cts_tree	built	
sta	max_clock_freq	85.9	MHz
sta	maxSlewHeadroom	42.8	%
clock_tree	clk_pin_slew	0.05	ns
sta	slew_violations	0	
critical_path	cp-start-kind	input port	
clock_tree	root_buffer	clkbuf_16	
critical_path	cp_max_fo	33	
floorplan	io_pins	173	
place	io_buffers	172	
floorplan	coreArea	0.134	mm2
synthesis	ys.flops	245	
floorplan	rows	134	
floorplan	initial_utilization	30.3	%
synthesis	syn-mean-instance-area	8.88	um2
cells_and_area	syn2layout_area_growth	11.7	%
synthesis	yosys_area	0.0405	mm2
synthesis	yosysCellCount	4564	
route	routed_wl	115000	um
clock_tree	clockBufferDepth	3	
grt	grt_pass1_wl	184000	um
clock_tree	clk_latency	0.55	ns
pwr	p_leak	21.0	nW
cells_and_area	nFillCells	13485	
floorplan	die_h	370	um
pwr	power_per_cell_area	21.8	mW/mm2
place	dp_hpwl	84800	um
grt	grt_pass1_vias	31244	
route	route.detailed.drc	0	
clock_tree	cts_resized	0	
critical_path	critPathCaptureType	output port	
place	placedCellCount	6318	
synthesis	synthCells	4564	
clock_tree	htree_num_levels	2	
critical_path	r2r_cells	23	
synthesis	synth_area	0.0405	mm2
grt	grt_max_degree	75	
clock_tree	cts.sinks	245	
synthesis	ys_warn_count	1	
sta	fin_worst_skew	0.176	ns
synthesis	async_flop_share	0	%
grt	track_usage	18.1	%
synthesis	ys_seq_share	12.1	%
hold_path	holdPathStages	2	
sta	worst_slew_pin_slew	0.849	ns
synthesis	synth_cell_types	76	
sta	rsz0062_at_grt	false	
sta	setup_tns	0	ns
critical_path	path_class	in -> out	
synthesis	synthFlopType	dfxtp_1	
grt	overflow	0	
synthesis	synth-edff-count	0	
hold_path	hp-class	reg -> reg	
sta	fin_crit_sh	49.5	%
floorplan	die_w	370	um
route	drtPass1Iterations	30	
route	vias	30083	
route	viasPerCell	4.71	
route	wl_per_cell	18.0	um
route	postRouteAntennaNets	0	
sta	hold_violations	0	
floorplan	dieArea	0.137	mm2
clock_tree	post-cts-setup-buffers	0	
## worst max-delay path, cell delays in order
cell	delay (ns)
clkdlybuf4s50_1	0.49
nor4_1	0.56
and3_1	0.23
buf_4	0.29
and2_1	0.18
clkdlybuf4s50_1	0.46
## power by group
| part | internal (mW) | switching, mW |
|---|---|---|
| clock network | 0.325 | 0.205 |
| registers | 0.417 | 0.00118 |
| logic | 0.0184 | 0.0200 |
## sequential cells by signal, indices dropped and copies added (netlist names)
name        flops
sum            48
temp3          48
input_act      32
temp1          32
temp2          32
weight         32
ps             13
i               4
vec_length      4
## per-layer routing
| layer | part of all wire (%) | track usage [%] | wire length, um |
|---|---|---|---|
| met2 | 44 | 27.0 | 50400 |
| met1 | 43 | 25.6 | 49500 |
| met5 | 0.072 | 0.356 | 82 |
| met4 | 2.0 | 2.86 | 2300 |
| met3 | 11 | 7.61 | 12400 |
## metrics by stage
step           worst slack (ns)  utilization (%)  total power, mW  hold slack, ns  area, um2
3_5_place_dp              11.89             33.0            0.466           0.450      44200
5_1_grt                   11.69             33.8             1.02           0.479      45300
2_1_floorplan             13.06                -            0.441           0.429      40500
4_1_cts                   11.87             33.8             1.00           0.457      45300
3_3_place_gp              11.87             33.0            0.466           0.446      44200
6_report                  11.86             33.8            0.987           0.454      45300
## final timing paths
kind	start	end	slack (ns)
hold / removal	temp3[46]	temp3[46]	0.45
hold reg to reg	temp3[46]	temp3[46]	0.45
setup reg to reg	temp1[18]	temp3[47]	14.93
setup / recovery	slave_address[0]	slave_readdata[19]	11.86
## cell usage after synthesis (4+ instances only)
master / number / share of area [%]
a21o_1: 62 / 1.1
a21boi_0: 66 / 1.2
o21ai_1: 12 / 0.15
nand2_1: 631 / 5.8
and3_1: 13 / 0.20
nor3b_1: 31 / 0.57
a32o_1: 4 / 0.099
inv_1: 754 / 7.0
nand4_1: 12 / 0.19
nand3_1: 28 / 0.35
or3_1: 10 / 0.15
o211ai_1: 7 / 0.13
a31oi_1: 16 / 0.25
xnor2_1: 77 / 1.7
o22ai_1: 7 / 0.11
dfxtp_1: 245 / 12
clkbuf_1: 273 / 2.5
o21bai_1: 7 / 0.13
nor4_1: 4 / 0.062
o21ai_0: 92 / 1.1
nor2b_1: 127 / 2.0
nor2_1: 72 / 0.67
ha_1: 231 / 7.1
mux2_2: 6 / 0.17
and2_1: 581 / 9.0
a22oi_1: 71 / 1.3
mux2i_1: 27 / 0.67
nor3_1: 13 / 0.16
a22o_1: 9 / 0.19
xor2_1: 77 / 1.7
fa_1: 781 / 39
nand2b_1: 17 / 0.26
a211oi_1: 12 / 0.22
a21oi_1: 115 / 1.4
o21a_1: 16 / 0.30
## area by class of cell
cell class | count | area [um2] | area share [%]
Inverter | 755 | 2830 | 6.26
Antenna cell | 4 | 10.0 | 0.0221
Tap cell | 1768 | 2210 | 4.89
Timing Repair Buffer | 261 | 2390 | 5.27
Sequential cell | 245 | 4910 | 10.8
Multi-Input combinational cell | 3289 | 31800 | 70.3
Clock buffer | 44 | 897 | 1.98
Clock inverter | 15 | 218 | 0.481
## cell families (layout without fill, tap and decap cells)
family | after synthesis | count (layout) | share of synthesized area [%]
AND/OR/NAND/NOR | 1555 | 1555 | 19.7
buffers and inverters | 1030 | 1075 | 9.55
adder cells (fa/ha/maj) | 1012 | 1012 | 45.7
AND-OR/OR-AND | 535 | 535 | 8.75
flip-flops | 245 | 245 | 12.1
XOR/XNOR | 154 | 154 | 3.33
multiplexers | 33 | 33 | 0.834
other | 0 | 4 | 0
## cell usage in the layout, fill, tap and decap left out, types with 70 or more instances in the layout
| cell | Yosys | final |
|---|---|---|
| fa_1 | 781 | 781 |
| xor2_1 | 77 | 77 |
| xnor2_1 | 77 | 77 |
| a22oi_1 | 71 | 71 |
| nor2_1 | 72 | 70 |
| a21oi_1 | 115 | 112 |
| buf_4 | 1 | 90 |
| inv_1 | 754 | 754 |
| dfxtp_1 | 245 | 243 |
| clkdlybuf4s50_1 | 0 | 171 |
| nand2_1 | 631 | 631 |
| ha_1 | 231 | 231 |
| nor2b_1 | 127 | 127 |
| o21ai_0 | 92 | 92 |
| and2_1 | 581 | 581 |
No activity file was given, so power comes from the tool's default toggle rates.
