<file path="flow/config.mk">
export PLATFORM = sky130hd
export DESIGN_NAME = dotopt
export DESIGN_NICKNAME = dotopt
export VERILOG_FILES = /design/flow/design.v
export SDC_FILE = /design/flow/constraint.sdc
export NUM_CORES = 4
export LEC_CHECK = 1
export CORE_UTILIZATION = 40
</file>
<file path="flow/constraint.sdc">
current_design dotopt

set clk_period 17.7
set clk_io_pct 0.2

create_clock -name clk0 -period $clk_period [get_ports {clk}]

set non_clock_inputs [all_inputs -no_clocks]
set_input_delay [expr $clk_period * $clk_io_pct] -clock clk0 $non_clock_inputs
set_output_delay [expr $clk_period * $clk_io_pct] -clock clk0 [all_outputs]
</file>
<file path="flow/design.v">
module dotopt(input logic clk, input logic rst_n,
           output logic slave_waitrequest,
           input logic [3:0] slave_address,
           input logic slave_read, output logic [31:0] slave_readdata,
           input logic slave_write, input logic [31:0] slave_writedata,
           input logic master_waitrequest,
           output logic [31:0] master_address,
           output logic master_read, input logic [31:0] master_readdata, input logic master_readdatavalid,
           output logic master_write, output logic [31:0] master_writedata,
           input logic master2_waitrequest,
           output logic [31:0] master2_address,
           output logic master2_read, input logic [31:0] master2_readdata, input logic master2_readdatavalid,
           output logic master2_write, output logic [31:0] master2_writedata);
	 enum {RST, SLAVEINPUT, READ_WEIGHT_ACTIVATION, CALC_DOTPRODUCT, CALC_WAIT, DONE} state;
	 logic [31:0] weightAds, activationAds, vecLength, i;
	 logic signed [31:0] weight, actVec;
	 logic signed [63:0] sumtemp, sum;
	 always_ff @(posedge clk) begin
		if (!rst_n) begin
			state <= RST;
		end
		else begin
			case(state)
				RST: begin
							state <= SLAVEINPUT;
							i <= 32'b0;
							weightAds <= 32'h00000000;
							activationAds <= 32'h00000000;
							vecLength <= 32'd0;
							sum <= 32'd0;
							weight <= 32'd5;
							actVec <= 32'd5;
					  end
				SLAVEINPUT: begin
									if (slave_write) begin
										case(slave_address)
											4'b0000: begin
															state <= READ_WEIGHT_ACTIVATION;  
															i <= 32'd0;
														end
											4'd2: begin
															weightAds <= slave_writedata;
														end
											4'd3: begin
															activationAds <= slave_writedata;
														end
											4'd5: begin
															vecLength <= slave_writedata;
														end
											default: begin
															state <= SLAVEINPUT;
														end
										endcase
									end
								end
				READ_WEIGHT_ACTIVATION: begin
									if (!master_waitrequest && master_readdatavalid) begin
										state <= CALC_DOTPRODUCT;
										weight <= master_readdata;
										actVec <= master2_readdata;
									end
								 end
				CALC_DOTPRODUCT: begin
											sum <= sum + sumtemp;
												if ( (i+32'b1) == vecLength) begin
														state <= DONE;
												end
												else begin
													state <= CALC_WAIT;
												end
									  end
				CALC_WAIT: begin
											if (!master_waitrequest) begin
													state <= READ_WEIGHT_ACTIVATION;
													i <= i + 32'b1;
											end
										 end
				DONE: begin
							if (slave_address == 4'b0 && slave_read) begin
								state <= SLAVEINPUT;  
								i <= 32'b0;
								weightAds <= 32'h00000000;
								activationAds <= 32'h00000000;
								vecLength <= 32'd0;
								sum <= 32'd0;
								weight <= 32'd5;
								actVec <= 32'd5;
							end
						end
				default: begin
							end
			endcase
		end
	 end
	 always_comb begin
			master_writedata = 32'b0;
			master_address = 32'b0;
			master_write = 1'b0;
			master_read = 1'b0;
			slave_waitrequest = 1'b0;
			slave_readdata = 32'b0;
			sumtemp = 64'b0;
			master2_read = 1'b0;
			master2_address = 32'b0;
			case(state)
				RST: begin
					  end
				SLAVEINPUT: begin
								end
				READ_WEIGHT_ACTIVATION: begin
										slave_waitrequest = 1'b1;
										master_address = weightAds + i*32'd4;
										master_read = 1'b1;
										master2_address = activationAds + i*32'd4;
										master2_read = 1'b1;
								 end
				CALC_DOTPRODUCT: begin
											slave_waitrequest = 1'b1;
											sumtemp = weight*actVec;
										end
				CALC_WAIT: begin
											slave_waitrequest = 1'b1;
										 end
				DONE: begin
							if (slave_address == 4'b0 && slave_read) begin
								slave_readdata = sum[47:16];
							end
						end
				default: begin
							end
			endcase
	 end
endmodule: dotopt
</file>
<file path="flow/run.sh">
#!/bin/bash
# OpenROAD 26Q1-2900-gdf79404cd8, Yosys 0.63+post, stock flow scripts
make -C /OpenROAD-flow-scripts/flow DESIGN_CONFIG=/design/flow/config.mk WORK_HOME=/design/flow/orfs finish
</file>
==> GITHUB_STEP_SUMMARY <==
### Yosys + OpenROAD results

| Metric | Value |
|---|---|
| Num CTS Buffers | `31` |
| Core Rows | `123` |
| Synthesis warning total | `34` |
| Mapped Avg Cell Area | `9.50 um2` |
| Worst-margin pin slew | `733 ps` |
| Crit path DAT | `10740 ps` |
| DRT antenna net count | `0` |
| PortBufs | `204` |
| Worst endpoint required time | `18210 ps` |
| RSZ-0062 raised after global routing | `no` |
| Via/cell ratio | `4.98` |
| Worst r2r src | `actVec[17]` |
| Die Wd | `339 um` |
| Vias in the first global route | `33600` |
| Drc violations | `0` |
| Clk buf depth | `3` |
| Area growth, synth to finish | `9.86%` |
| Unique masters post-synth | `75` |
| Peak per-stage delay on the critical path | `560 ps` |
| Worst hold path startpoint | `state[4]` |
| Gr usage total | `22.4%` |
| Core footprint | `0.112 mm2` |
| CTS tree | `done` |
| Gpl congestion | `0.917` |
| Vert. Die Dim | `339 um` |
| Total number of vias | `31800` |
| Synth Flop Type | `edfxtp_1` |
| Clock-pin slew on the worst setup and hold paths | `60 ps` |
| Chip area | `0.115 mm2` |
| Tool warning count | `27` |
| H-tree levels | `1` |
| Yosys top cell by instances | `inv_1` |
| Final Instance Area | `0.0498 mm2` |
| Root Buffer | `clkbuf_16` |
| Dpl cell area | `0.0488 mm2` |
| CP Launch Type | `flop` |
| Post-Syn Instances | `4772` |
| Crit Path Max Fanout | `31` |
| Worst hold path class | `reg2reg` |
| Detailed Place HPWL | `89200 um` |
| Final WL | `116000 um` |
| Pins over their slew limit | `0` |
| Setup tns final | `0 ps` |
| Final hold vios | `0` |
| Ratio of cells with drive above 1 in the final layout | `2.95%` |
| Post-synth EDFFs | `240` |
| Drt pass-1 iters | `5` |
| Latency at later pin | `660 ps` |
| Worst Setup SP | `actVec[17]` |
| Resize count post-CTS | `0` |
| Hold_buf cts | `0` |
| Mapped cell area | `0.0453 mm2` |
| Async SR Flop Fraction | `0%` |
| Largest cells by area | `fa_1 (37%), edfxtp_1 (16%), and2_1 (9.6%)` |
| Setup ws final | `7470 ps` |
| Slowest CP cell | `fa_1` |
| DP Worst Slack | `7640 ps` |
| Top-area cell share | `37.2%` |
| Sequential area share after synthesis | `16.2%` |
| Final count of negative-setup-slack endpoints | `0` |
| Min Clock Period, post-route | `10230 ps` |
| Post-synthesis register bit count | `246` |
| # IOs | `273` |
| Most Frequent Cell on Critical Path | `fa_1` |
| Skew final | `14.5 ps` |
| Post-CTS Setup Bufs | `0` |
| Largest net degree at the start of global routing | `69` |
| Slew Limit Headroom | `51.1%` |
| Cell type with the largest total area | `fa_1` |
| Total number of clock tree sinks | `246` |
| Grt ovf | `0` |
| Initial antenna violation count | `5` |
| Status | `finished, final reports clean` |
| YS chip area | `0.0453 mm2` |
| Critical path class | `reg2reg` |
| Most frequent cells after synthesis | `inv_1 (843), fa_1 (842), and2_1 (694)` |
| Setup crit end kind | `flop` |
| Max_cap viols | `0` |
| Bufs and invs on worst path | `5` |
| Cell family with most CP delay | `adder cells` |
| Ys cells | `4772` |
| Floorplan Utilization | `40.3%` |
| Drt first-iter violations | `1252` |
| DR WL/cell | `18.2 um` |
| Max frequency | `97.8 MHz` |
| First-pass GRT wire length | `189000 um` |
| Fraction of the cycle the final worst path needs | `57.8%` |
[layout make-up]
| cell class | instances | area [um2] |
|---|---|---|
| Fill cell | 10700 | 62600 |
| Multi-Input combinational cell | 3457 | 33800 |
| Sequential cell | 246 | 7330 |
| Inverter | 843 | 3160 |
| Timing Repair Buffer | 282 | 2630 |
| Tap cell | 1500 | 1880 |
| Clock buffer | 38 | 802 |
| Clock inverter | 20 | 221 |
| Antenna cell | 1 | 2.50 |
[stage by stage]
step | util (%) | std cells | hold WS, ps
after floorplan | - | 4837 | 497
after global placement | 43.4 | 6328 | 551
after detailed placement | 43.4 | 6328 | 556
after CTS | 44.3 | 6386 | 563
after global routing | 44.3 | 6386 | 610
final | 44.3 | 6387 | 561
[worst paths after layout]
path               to  depth (start not counted)  slack (ps)
min          state[4]                          2         560
max reg2reg   sum[47]                         36        7470
max           sum[47]                         36        7470
min reg2reg  state[4]                          2         560
[worst min-delay path, cell delays in order, from the launching register on]
cell     delay (ps)
dfxtp_1         370
nand2_1         100
a21oi_2          50
[routing by layer]
layer  vias to the layer above  share of wire, %  global-route usage (%)
met2                       986                49                    35.6
li1                      14700                 -                       -
met1                     15900                41                    31.5
met3                       146               8.0                    7.46
met5                         -             0.033                   0.125
met4                         6               2.8                    4.75
[kinds of logic after synthesis]
group	Yosys count	share of synthesized area [%]
simple gates	1601	18.4
buf+inv	1134	9.98
fa+ha+maj	1115	44.7
compound gates	452	6.33
flops	246	16.2
xor+xnor	220	4.28
mux	3	0.0663
other cells	1	0.00828
[state kept, by name (all words and copies together) (netlist names)]
| register | cells |
|---|---|
| activationAds | 32 |
| sum | 48 |
| weightAds | 32 |
| actVec | 32 |
| i | 32 |
| vecLength | 32 |
| state | 6 |
| weight | 32 |
[placed cells by master, fill, tap and decap left out, types with 86 or more instances in the layout]
cell type        synthesis  final
nand2_1                503    503
edfxtp_1               240    240
clkdlybuf4s50_1          0    204
a21o_1                  86     86
a21oi_1                146    143
ha_1                   273    273
nor2_1                 157    157
inv_1                  843    842
fa_1                   842    842
and2_1                 694    694
o21ai_0                 87     87
xor2_1                  89     89
xnor2_1                130    130
