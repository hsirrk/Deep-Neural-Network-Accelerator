$ cat flow/run.sh
#!/bin/bash
# OpenROAD 26Q1-2900-gdf79404cd8, Yosys 0.63+post, stock flow scripts
make -C /OpenROAD-flow-scripts/flow DESIGN_CONFIG=/design/flow/config.mk WORK_HOME=/design/flow/orfs finish
$ cat flow/design.v
module wordcopy(input logic clk, input logic rst_n,
                output logic slave_waitrequest,
                input logic [3:0] slave_address,
                input logic slave_read, output logic [31:0] slave_readdata,
                input logic slave_write, input logic [31:0] slave_writedata,
                input logic master_waitrequest,
                output logic [31:0] master_address,
                output logic master_read, input logic [31:0] master_readdata, input logic master_readdatavalid,
                output logic master_write, output logic [31:0] master_writedata);
    logic [31:0] dest_ad;  
    logic [31:0] src_ad;  
    logic [3:0] no_words;  
    logic [3:0] i;  
    logic [31:0] temp;  
    typedef enum logic [2:0] {IDLE, READ, WRITE, DONE} state_t;
    state_t ps;
    always_ff @(posedge clk) begin
        if (!rst_n) begin
            dest_ad <= 0;
            src_ad <= 0;
            no_words <= 0;
            i <= 0;
            temp <= 0;
            ps <= IDLE;
        end else begin
            case (ps)
                IDLE: begin  
                    i <= 0;
                    temp <= 0;
                    if (slave_write == 1) begin
                        ps <= IDLE;
                        case (slave_address)
                            4'b0000: ps <= READ;
                            4'b0001: dest_ad <= slave_writedata;
                            4'b0010: src_ad <= slave_writedata;
                            4'b0011: no_words <= slave_writedata;
                            default: ps <= IDLE;
                        endcase
                    end 
                end
                READ: begin  
                    if (master_readdatavalid && !master_waitrequest) begin
                        temp <= master_readdata;
                        ps <= WRITE;
                    end
                end
                WRITE: begin  
                    if (!master_waitrequest) begin
                        if (i + 1 < no_words) begin
                            i <= i + 1;
                            ps <= READ;
                        end else begin
                            ps <= DONE;
                        end
                    end
                end
                DONE: begin
                    if (slave_read == 1) begin
                        if (slave_address == 0) begin
                            ps <= IDLE;
                        end
                    end
                end
                default: ps <= IDLE;
            endcase
        end
    end
    always_comb begin
        slave_waitrequest = 0;
        slave_readdata = 0;
        master_address = 0;
        master_read = 0;
        master_write = 0;
        master_writedata = 0;
        case (ps)
            IDLE: begin
                slave_waitrequest = 0;
                slave_readdata = 0;
                master_address = 0;
                master_read = 0;
                master_write = 0;
                master_writedata = 0;
            end
            READ: begin  
                slave_waitrequest = 1;
                slave_readdata = 0;
                master_write = 0;
                master_writedata = 0;
                master_address = src_ad + i * 4;  
                master_read = 1;
            end
            WRITE: begin  
                slave_waitrequest = 1;
                slave_readdata = 0;
                master_read = 0;
                master_address = dest_ad + i * 4;  
                master_write = 1;
                master_writedata = temp;
            end
            DONE: begin
            end
        endcase
    end
endmodule: wordcopy
$ cat flow/config.mk
export PLATFORM = sky130hd
export DESIGN_NAME = wordcopy
export DESIGN_NICKNAME = wordcopy
export VERILOG_FILES = /design/flow/design.v
export SDC_FILE = /design/flow/constraint.sdc
export NUM_CORES = 4
export LEC_CHECK = 1
export CORE_UTILIZATION = 40
$ cat flow/constraint.sdc
current_design wordcopy

set clk_period 12.5
set clk_io_pct 0.2

create_clock -name clk0 -period $clk_period [get_ports {clk}]

set non_clock_inputs [all_inputs -no_clocks]
set_input_delay [expr $clk_period * $clk_io_pct] -clock clk0 $non_clock_inputs
set_output_delay [expr $clk_period * $clk_io_pct] -clock clk0 [all_outputs]
==> results.txt <==
Results of the implementation run.

The leakage power summed over all cells is 2.565 nW. The register-to-register setup slack is just over 10 ns. The average via count per standard cell is 5.107. The arrival time of data at the critical path endpoint is roughly 4.2 ns. The buffers plus inverters on the worst setup path came out at 2. The area growth from synthesis to layout is 27.58%. The maximum number of pins on one net before global-route repair came out at ~91. The antenna diode count is 0. The top fanout value on the critical path came out at around 64. In this run the cell area measured after placement is ~7400 µm². Per the CTS log, the root buffer master is clkbuf_16. The depth of the CTS H-tree is 3. The number of different library cells in the post-synthesis netlist came out at about 52. The max-cap violation count is 0.

Measured against its own limit, the worst slew margin works out to 0.4857. The count of flip-flops with a built-in enable after synthesis came out at 0. The number of global-route vias before repair came out at ~4900. After filler insertion, the fill cell instance count of the layout stands at about 1300.

The share of flip-flops with an asynchronous set or reset came out at 0. The synthesized netlist handed to floorplanning was reported with a cell count of between 700 and 800. The worst setup path is captured at an output port. The capture point of the critical path was reported as master_address[12].

Clock tree synthesis found a total of 108 sinks. The critical path startpoint is ps[1]. The switching power summed over all nets is ~160 µW.

For this run, the detailed router's first-pass iteration total came to 4. The setup-violating endpoint count in the final report is 0. The net switching share of the total power is 0.2325. The floorplan report gives the top-level pin count as ~170. The cell total after placement came out at roughly 1000. For reference, the placement row count at floorplan is roughly 44. By area the synthesized netlist is led by dfxtp_1 36%, nand2_1 10%, a21boi_0 8.3%.

The part of the power in combinational logic is 0.073. The global-route total usage across every layer is 0.2053. For the worst setup path, the data required time is about 10 ns. The internal power of the cells came out at just over 500 µW. The y dimension of the die is 124.7 µm. The final number of hold-violating endpoints came out at 0. The synthesized area per cell is between 8 and 9 µm². The delay contributed by the slowest stage of the critical path came out at 0.78 ns.

The count of antenna-violating nets left after detailed routing came out at 0. The number of stages on the worst setup path came out at 10. The type of the setup path with the least slack is reg -> out.

The cell count listed in synth_stat.txt is 745. The final period demand of the worst path is 6.656 ns. The filler-free cell count of the finished design came out at between 1000 and 1500. The commonest cells after synthesis are 162 x nand2_1, 108 x dfxtp_1, 67 x a21boi_0. Among cell families on the critical path, the largest total delay comes from buffers and inverters. The total via count after detailed routing is about 5300. The total power is approximately 670 µW.

The clock-pin slew on the worst setup and hold paths came out at 0.07 ns. The highest achievable clock rate is approximately 0.15 GHz. The area of the die is between 15000 and 20000 µm². Of the post-synthesis cell area, the dominant cell type holds 0.3589.

The count of port buffers added during placement came out at ~140. Pins over their slew limit in the final report were tallied at 0. The power report attributes to the sequential group a share of 0.523. STA classifies the critical path startpoint as a flip-flop. The peak ir drop on the vdd network came out at between 0.00006 and 0.00007 V. The number of gates resized after CTS was 0. After detailed routing, the number of remaining DRC violations is 0. The type of the worst min-delay path is reg -> reg. The slew of the pin with the lowest slew margin is about 0.77 ns. Dividing the final minimum period by the clock period gives 0.5325.

Per the timing report, the most critical flop-to-flop path originates at i[0]. The accumulated negative setup slack is 0 ns. Per the detail_route report, routed wire per instance is approximately 15 µm. The area reported by Yosys stat is around 6000 µm².

The number of antenna violations at the first check in global routing was 0. The post-synth register bit count is roughly 110. The cell depth of the worst flop-to-flop path is 8. The final standard cell area without fillers is around 7700 µm². The warning tally printed by Yosys for this design is 1. Post-synth the commonest register cell is dfxtp_1.

The setup clock skew after layout came out at about 0.006 ns. In this run the critical path is formed by buf_4 -> mux2_2 -> ha_1 -> nand2b_1 -> a211oi_1 -> nand3_1 -> xnor2_1 -> nand2_1 -> o21ai_0 -> clkdlybuf4s50_1. Per Yosys stat, the portion of area used by sequential elements is 0.3589. The area of the placeable core came out at roughly 15000 µm². The master of the slowest instance on the critical path is dfxtp_4. For the worst reg-to-reg path, the endpoint reported by OpenROAD is i[1]. The final layout contains routed wiring with a total length of 15560 µm. Setup repair after global routing left no endpoint under its margin. The power density relative to cell area is just under 90 nW/µm². The post-CTS setup buffer count is 0. The clock tree buffer depth came out at 2. The cell area after technology mapping is between 6000 and 7000 µm².

The DRC marker count from the first detailed-route iteration is between 300 and 400. The die extent in x came out at 124.7 µm. The clock reaches the later pin of the worst-skew pair after between 0.3 and 0.4 ns.

Of the total power, the clock network draws 0.404. The first-pass GRT wire length came out at 25450 µm. Recorded from the global router log, the overflow total was 0. The TritonCTS buffer count came out at 9. The post-cts hold-fix buffer tally came out at 0. The final hold slack came out at 0.4638 ns. The most used standard cell by instance count after synthesis is nand2_1. Detailed placement ended at an HPWL of 10650 µm.

At the floorplan stage, the core utilization is reported as 0.4130. The number of warnings in the stage logs came out at 25. The flow ran to the end, and the final reports show no timing, DRC or antenna violations. The final weighted congestion in routability-driven placement came out at 0.8766. The share of post-route cells with drive strength above 1 came out at 0.04994. Of all cell types, the one taking the most synthesized area is dfxtp_1. TritonCTS built the clock tree.
metal layers:
layer	up-vias	part of all wire	track usage
met3	9	0.055	0.03765
met4	0	0.0090	0.01630
li1	2677	-	-
met2	152	0.46	0.3208
met1	2499	0.48	0.3140
met5	-	0	0
cell usage in the layout (no fill, tap or decap), types with 3 or more instances in the layout:
cell type	Yosys	routed
a211oi_1	3	3
a21boi_0	67	67
a21oi_1	7	6
a22oi_1	35	35
and2_1	34	34
buf_4	32	8
clkbuf_16	0	9
clkdlybuf4s50_1	0	139
conb_1	1	32
dfxtp_1	108	107
ha_1	8	8
inv_1	10	10
mux2_2	6	6
mux2i_1	23	23
nand2_1	162	162
nand2b_1	7	7
nand3_1	26	26
nand3b_1	6	6
nand4_1	9	9
nor2_1	28	26
nor2b_1	40	40
o21a_1	4	4
o21ai_0	15	15
o2bb2ai_1	4	4
xnor2_1	16	16
xor2_1	16	16
worst reg2reg max path: cells and delay by family, from the launching register on:
family | cells | cell delay (ns)
flops | 1 | 0.42
simple gates | 1 | 0.30
compound gates | 4 | 0.74
mux | 1 | 0.19
fa+ha+maj | 2 | 0.55
area by class of cell:
class	count	area [µm²]	area share
Clock inverter	6	48.80	0.006349
Multi-Input combinational cell	579	3518	0.4578
Sequential cell	108	2166	0.2818
Inverter	10	37.54	0.004884
Clock buffer	10	229.0	0.02979
Timing Repair Buffer	148	1456	0.1895
Tap cell	184	230.2	0.02995
worst min path at each step:
stage                        end  cells after the start        from
after CTS              src_ad[3]                      2   src_ad[3]
final                  src_ad[3]                      2   src_ad[3]
after global routing  src_ad[30]                      2  src_ad[30]
registers in the layout, indices dropped and copies added, names as in the netlist:
name / count
dest_ad: 32
src_ad: 32
temp: 32
i: 4
no_words: 4
ps: 4
power groups by stage:
stage         logic (mW)  registers [mW]  clock network, mW
global route      0.0538           0.350              0.292
finish            0.0492           0.350              0.270
CTS               0.0497           0.350              0.281
per-stage QoR:
| stage | worst slack (ns) | utilization |
|---|---|---|
| 2_1_floorplan | 6.903 | - |
| 3_3_place_gp | 6.237 | 0.5078 |
| 3_5_place_dp | 6.190 | 0.5078 |
| 4_1_cts | 5.793 | 0.5268 |
| 5_1_grt | 5.495 | 0.5268 |
| 6_report | 5.844 | 0.5268 |
logic make-up (layout without fill, tap and decap cells):
family	Yosys count	in the layout	synth area share
AOI/OAI and AO/OA	148	148	0.1784
xor gates and xnor gates	32	32	0.04652
adders and majority gates	9	9	0.01994
buffers and inverters	89	174	0.07788
DFF	108	108	0.3589
muxes	29	29	0.04943
other	1	32	0.0006225
and+or+nand+nor	329	329	0.2683
Power is estimated from default activity; no workload was simulated.
